==> design/flow/design.v <==
module modulo_six_counter(
  input            clk, reset, enable,
  output reg [2:0] count
);
  always @(posedge clk) begin
    if (reset) count <= 3'b0;
    else if (enable) begin 
      count <= (count < 5) ? count + 1 : 3'b0;
    end
  end
endmodule
==> design/flow/run.sh <==
#!/bin/bash
# OpenROAD 26Q1-2900-gdf79404cd8, Yosys 0.63+post, stock flow scripts
make -C /OpenROAD-flow-scripts/flow DESIGN_CONFIG=/design/flow/config.mk WORK_HOME=/design/flow/orfs finish
==> design/flow/config.mk <==
export PLATFORM = sky130hd
export DESIGN_NAME = modulo_six_counter
export DESIGN_NICKNAME = modulo_six_counter
export VERILOG_FILES = /design/flow/design.v
export SDC_FILE = /design/flow/constraint.sdc
export NUM_CORES = 4
export LEC_CHECK = 1
export CORE_AREA = 10 10 70 70
export DIE_AREA = 0 0 80 80
==> design/flow/constraint.sdc <==
current_design modulo_six_counter

set clk_period 1.0
set clk_io_pct 0.2

create_clock -name clk0 -period $clk_period [get_ports {clk}]

set non_clock_inputs [all_inputs -no_clocks]
set_input_delay [expr $clk_period * $clk_io_pct] -clock clk0 $non_clock_inputs
set_output_delay [expr $clk_period * $clk_io_pct] -clock clk0 [all_outputs]
==> summary.txt <==
run results: DRC Markers 0, Post-Synthesis Cells 16, post-synth area from yosys stat 144 µm², final slew viol count 0, power density cells 1200 mW/mm², max-cap viol count 0, Clock Skew 0.00492 ns, GRT Util Overall 2.11%, Post-synth seq share 41.7%, pin count of the biggest net entering global routing 7, Cell area leaders dfxtp_1 (42%), nand3b_1 (10%), ha_1 (8.7%), Syn Area/Cell 8.99 µm², Yosys reg bits 3, R2R depth 5, flop2flop setup slack -0.06 ns, Worst Hold End count[2], # rows 21, Hold Path Cell Cnt 2, CP Launch Type flop, Max Buffers Root-to-Sink 2, initial antenna violation count 0, die width 80 µm, cell type with the largest total area dfxtp_1, placed instance area 267 µm², Yosys Instances 16, CTS tree built, Top Registers count (3), Final Hold Fails 0, peak supply drop 0.000266 V, CP required 1.16 ns, CTS clk-pin slew, worst paths 0.04 ns, CP max stage cell dfxtp_2, # hold bufs at CTS 0, wire length per cell 7.32 µm, Syn. warnings 1, CTS H-tree depth 1, die area 0.00640 mm², CP max FO 4, f_max 945 MHz, status finished, violations left, Leakage 0.118 nW, Least-Margin Pin Slew 0.253 ns, height of the die 80 µm, Tcrit/Tclk final 106%, Dominant cell area share 41.7%, Largest register FFs 3, Top reg by flops count, Area Overhead vs Synth 149%, post-route setup slack -0.0580 ns, Starting DRT DRC Count 4, core footprint 0.00342 mm², Sink Count 3, final instance area 358 µm², vias in the first global route 210, first-pass GRT wire length 959 µm, Via density 2.49, Setup CP Type flop to flop, Post-DRT Antenna Nets 0, root buf cell clkbuf_4, Top cells excl fill/tap clkbuf_4 (3), dfxtp_2 (3), buf_6 (3), final number of setup-violating endpoints 2, HPWL after DPL 330 µm, vias 192, reg2reg end count[2], crit path DAT 1.22 ns, hold_sp reset, number of OpenROAD warnings 27, CTS buffer count 3, violated checks negative setup slack, layout cells sized above 1 46.7%, CP peak stage delay 0.31 ns, Mapped Area 144 µm², drt first pass iters 2, CP Capture Type flop, Boundary Pins 6, clock period minus worst slack 1.06 ns, FP Util 4.21%, worst hold path type primary input to flop, Buffers on Ports 5, headroom to the max-slew limit 83.1%, routability cong. 0.741, reg2reg start count[0], RSZ-0062 raised after global routing true, sequence of cells on the critical path buf_6 > buf_4 > o31ai_4 > nand2_1 > a21oi_2, Tot Pwr 0.429 mW, post-synthesis cell type count 10, Routed WL 564 µm, clk ins delay skew pair 0.24 ns, gr ovfl total 0
-- power breakdown --
group	switching, mW	leakage, nW	internal (mW)	total (mW)
registers	0.00419	0.0258	0.128	0.132
logic	0.0316	0.0773	0.0480	0.0796
clock network	0.0675	0.0150	0.150	0.217
-- timing repair --
action | CTS | global route
setup endpoints to repair | 4 | 5
setup buffers | 3 | 0
endpoints found under the hold margin | 0 | 0
resized | 14 | 2
pin swaps | 4 | 2
-- logic make-up (layout without fill, tap and decap cells) --
| family | count (synthesis) | after routing | share of synthesized area [%] |
|---|---|---|---|
| buffers and inverters | 0 | 14 | 0 |
| other | 0 | 1 | 0 |
| adders and majority gates | 1 | 1 | 8.69 |
| and+or+nand+nor | 7 | 7 | 27.8 |
| DFF | 3 | 3 | 41.7 |
| AOI/OAI and AO/OA | 5 | 5 | 21.7 |
-- through the flow --
stage | util (%) | setup WS (ns) | hold slack (ns) | setup TNS [ns] | instances
global placement | 7.80 | -0.0985 | 0.501 | -0.289 | 69
global route | 10.4 | -0.129 | 0.587 | -0.255 | 76
finish | 10.5 | -0.0580 | 0.594 | -0.0893 | 77
CTS | 10.3 | -0.0879 | 0.576 | -0.0947 | 76
floorplan | - | 0.0364 | 0.262 | 0 | 16
detailed placement | 7.80 | -0.130 | 0.514 | -0.404 | 69
-- metal layers --
layer	vias to the layer above	track usage [%]	routed length, µm
met4	0	0.528	0
met2	13	2.65	228
met3	0	3.18	137
met5	-	0	0
met1	93	1.79	197
li1	86	-	-
-- worst max path at each step --
stage | start | cells after the start | slack [ns] | endpoint
CTS | count[1] | 5 | -0.09 | count[2]
global route | count[1] | 5 | -0.13 | count[2]
finish | count[0] | 5 | -0.06 | count[2]
-- cell usage after synthesis (all sizes together) --
cell	n
nand2	2
o31ai	1
dfxtp	3
nand3b	2
a21oi	3
o21ai	1
nand3	1
ha	1
nand2b	2
-- worst max-delay path, delay by kind of cell, from the launching register on --
| family | cells | cell delay [ns] |
|---|---|---|
| AND-OR/OR-AND | 2 | 0.33 |
| buffers and inverters | 2 | 0.25 |
| flip-flops | 1 | 0.31 |
| AND/OR/NAND/NOR | 1 | 0.09 |
-- layout make-up --
type / count / area (µm²)
diodes: 1 / 2.50
flip-flops and latches: 3 / 63.8
repair buffers: 10 / 97.6
multi-input cells: 13 / 110
well taps: 46 / 57.6
fillers: 396 / 3060
clock buffers: 4 / 26.3
Power is estimated from default activity; no workload was simulated.
