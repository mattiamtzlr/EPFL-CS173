===== design/flow/config.mk =====
export PLATFORM = sky130hd
export DESIGN_NAME = counter_circuit
export DESIGN_NICKNAME = counter_circuit
export VERILOG_FILES = /design/flow/design.v
export SDC_FILE = /design/flow/constraint.sdc
export NUM_CORES = 4
export LEC_CHECK = 1
export CORE_AREA = 10 10 70 70
export DIE_AREA = 0 0 80 80

===== design/flow/constraint.sdc =====
current_design counter_circuit

set clk_period 1.5
set clk_io_pct 0.2

create_clock -name clk0 -period $clk_period [get_ports {clk}]

set non_clock_inputs [all_inputs -no_clocks]
set_input_delay [expr $clk_period * $clk_io_pct] -clock clk0 $non_clock_inputs
set_output_delay [expr $clk_period * $clk_io_pct] -clock clk0 [all_outputs]

===== design/flow/design.v =====
module counter_circuit(
  input clk, clr,
  output reg [3:0] X, Y
);
  always @ (posedge clk) begin
    if (clr) begin
      X = 0;
      Y = 0;
    end else begin
      if (X > 8) begin
        X = 0;
        Y = Y + 1;
      end else begin
        X = X + 1;
        if (Y > 9)
          Y = 0;
      end
    end
  end
endmodule

===== design/flow/run.sh =====
#!/bin/bash
# OpenROAD 26Q1-2900-gdf79404cd8, Yosys 0.63+post, stock flow scripts
make -C /OpenROAD-flow-scripts/flow DESIGN_CONFIG=/design/flow/config.mk WORK_HOME=/design/flow/orfs finish

==> COMMIT_EDITMSG <==
Log flow metrics for this revision

* Result of the run: complete, no violations
- Clock input transition at the sequential cells of the worst setup and hold paths: 0.05 ns
- Cell Rows: 21
- Wire length of the first global-routing pass: 1740 µm
* Synthesized instance count: 51
* Die height: 80 µm
* Final worst path period share: 0.967
- In this run the full chip footprint comes out at 6400 µm².
- Multi-input gate area in the final layout: 245 µm²
* Count of cell types in the netlist: 21
- Slew Limit Fails: 0
* Total global-route track usage: 0.0330
- Routed len/inst: 9.12 µm
* Horizontal die dimension: 80 µm
* Leakage power figure: 0.233 nW
- The share of total power dissipated in combinational logic is 0.157.
* Cell-internal power: 352 µW
- According to the I/O placement log, the pin count is 10.
- Critical path data required time: 1.20 ns
* Insertion delay to the later sink of the worst-skew pair: 0.25 ns
* Fraction of registers with async set/reset: 0
* Via-per-instance ratio: 3.62
- Number of DRC violations after detailed-routing iteration 0: 5
- RePlAce Congestion: 0.723
- Headroom to the max-slew limit came out at 0.858.
* Unrepaired setup endpoints after global routing: false
- Count of tool warnings: 28
- Area of the synthesized netlist per yosys stat: 445 µm²
* Sum of negative setup slack: 0 ns
- Timing would allow up to 0.689 GHz.
- #FFs+latches synth: 8
* Filler cells: 392
* Top area contributor share: 0.360
- The global route stage reports its total congestion overflow as 0.
* DP Cell Count: 109
* Via count of the first global-routing pass: 387
- Number of antenna violations at the first check in global routing: 0
- The main area contributors are dfxtp_1 (36%), ha_1 (14%), a21oi_1 (5.6%), inv_1 (4.2%), nand2b_1 (4.2%).
- From synthesis to final layout, the design area changed by 44.9%.
- Count of non-filler cells in the finished layout: 112
- The tightest hold path in the finished design has a slack of 0.509 ns.
- Max IR drop VDD: 0.000363 V
- The wire length recorded after detailed routing is 1020 µm.
- Looking at the max-slew report, the worst-margin pin has a slew of 0.212 ns.
- The tool flagged a number of max-cap violations equal to 0.
- Tmin final: 1.45 ns
* Areal power density over the cells: 708 nW/µm²
- Hold Vio Cnt, Final: 0
* Post-synthesis average cell area: 8.73 µm²
- The worst register-to-register path has a setup slack of 0.14 ns.
- Kind of start point of the critical path: flip-flop
- The total area inside the core boundary comes to 3420 µm².
- The synthesis report lists the Yosys warning total as 1.
- The floorplan step records an initial core utilization of 0.130.
* Clock network power share: 0.347
- Master cell of the clock root buffer: clkbuf_4
- Antenna fix cells: 0
- IO Port Bufs: 9
- Power dissipated by switching net loads: 104 µW
- CTS saw 8 sinks.
- The routed layout has 405 vias.
- Post-Route Skew: 0.00109 ns
* Largest net degree at the start of global routing: 10
* Final count of negative-setup-slack endpoints: 0
- Number of standard cells reported by yosys: 51
* Remaining DRCs: 0
- Class of the most critical hold timing path: reg2reg
* Number of search-and-repair iterations in the first detailed-routing pass: 4
* Reg area: 168 µm²
- The most used flip-flop cell after synthesis is dfxtp_1.
* Critical Path End Type: output port
- CTS built an H-tree with a depth of 1.
* Topmost layer with routed signal wires: met3
* TritonCTS Buffers: 3
* Total power of the final layout: 457 µW
- Summed instance area of the synthesized netlist: 445 µm²
- Ranking of synthesized cells by instance count: dfxtp_1 (8), a21oi_1 (5), ha_1 (5), inv_1 (5)
* Switching Fraction: 0.229
- Maximum fanout count along the critical path: 4
- For the completed layout, the total cell area is recorded as 646 µm².
- The share of total power dissipated in sequential elements is 0.496.
* Worst-case clock buffer depth: 2
* Placement Cell Area: 616 µm²
- The cell type that accounts for the most area after synthesis is dfxtp_1.
- Once detailed placement completed, the half-perimeter wirelength came to 810 µm.
- Per the detail_route log, met3 wirelength is 86 µm.
* Detail Route met2 WL: 525 µm
* Most used standard cell by instance count after synthesis: dfxtp_1
* Clock tree from TritonCTS: yes
- Met1 Routed Length: 409 µm
- EDFF count, synth: 0
- For reference, the most critical setup path is categorized as reg2out.
- Per the final layout report, the fraction of cells sized above drive strength 1 comes to 0.242.
- The count of nets left with antenna violations once routing finished came out at 0.
- For this run, the register share of the synthesized area comes to 0.360.
- Signal arrival time at the worst endpoint: 1.15 ns
-- cell type report --
type                    instances  share of cell area
clock buffers                   3              0.0349
inverters                       6              0.0388
repair buffers                 14               0.198
well taps                      46              0.0891
flip-flops and latches          8               0.260
multi-input cells              35               0.380
-- registers in the layout (all words and copies together), names as in the netlist --
register,cells
Y,4
X,4
-- final timing paths --
kind | startpoint | end | cells after the start
worst max register to register | X[0] | Y[3] | 5
worst max-delay path | X[0] | X[0] | 2
worst min-delay path | Y[2] | Y[2] | 2
worst min register to register | Y[2] | Y[2] | 2
-- what timing repair did --
action                                  4_1_cts  5_1_grt
setup buffers                                 0        0
gates resized                                 1        5
hold buffers                                  0        0
endpoints found under the setup margin        1        5
-- cells by family (layout without fill, tap and decap cells) --
kind of cell    Yosys count  in the layout  share of synthesized area
compound gates           10             10                      0.152
xor+xnor                  1              1                     0.0197
fa+ha+maj                 5              5                      0.140
buf+inv                   8             23                     0.0899
flops                     8              8                      0.360
simple gates             19             19                      0.239
-- per-layer routing --
layer,vias to the layer above,GRT usage
met4,0,0.00176
met3,0,0.0182
met2,12,0.0570
met1,183,0.0362
met5,-,0
li1,210,-
-- per-stage QoR --
stage	util	setup WS (ns)
after floorplan	-	0.109
after global placement	0.180	0.128
after detailed placement	0.180	0.118
after CTS	0.187	0.0168
after global routing	0.189	0.00764
final	0.189	0.0493
-- worst max-delay path, stage by stage, from the launching register on --
cell and delay [ns]:
dfxtp_2 0.32, buf_4 0.12, clkdlybuf4s50_1 0.46
-- power by group through the flow --
stage	logic (mW)	registers, mW	clock network, mW
finish	0.0718	0.227	0.158
CTS	0.0733	0.225	0.167
global route	0.0823	0.227	0.180
-- layout by cell type (no fill, tap or decap), drive strengths merged --
cell type      Yosys  final
a21oi              5      5
and3               1      1
buf                1      5
clkbuf             1      3
clkdlybuf4s50      0      9
dfxtp              8      8
ha                 5      5
inv                6      6
nand2              1      1
nand2b             3      3
nand3              3      3
nand4              2      2
nor2               3      3
nor2b              1      1
nor3               3      3
nor3b              1      1
o21ba              1      1
o221ai             2      2
o31ai              2      2
or4b               1      1
xnor2              1      1
Power and IR drop assume default switching activity.
