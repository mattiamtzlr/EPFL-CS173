`config.mk`:
```
export PLATFORM = sky130hd
export DESIGN_NAME = up_down_counter
export DESIGN_NICKNAME = up_down_counter
export VERILOG_FILES = /design/flow/design.v
export SDC_FILE = /design/flow/constraint.sdc
export NUM_CORES = 4
export LEC_CHECK = 1
export CORE_AREA = 10 10 70 70
export DIE_AREA = 0 0 80 80
```
`constraint.sdc`:
```
current_design up_down_counter

set clk_period 1.4
set clk_io_pct 0.2

create_clock -name clk0 -period $clk_period [get_ports {clk}]

set non_clock_inputs [all_inputs -no_clocks]
set_input_delay [expr $clk_period * $clk_io_pct] -clock clk0 $non_clock_inputs
set_output_delay [expr $clk_period * $clk_io_pct] -clock clk0 [all_outputs]
```
`design.v`:
```
module up_down_counter(
  input            clk, reset, load, up,
  input      [3:0] load_val,
  output reg [3:0] count
);
  always @(posedge clk) begin
    if (reset)  count <= 4'b0;
    else begin
      if (load) count <= load_val;
      else      count <= count + (up ? 1 : -1);
    end
  end
endmodule
```
`run.sh`:
```
#!/bin/bash
# OpenROAD 26Q1-2900-gdf79404cd8, Yosys 0.63+post, stock flow scripts
make -C /OpenROAD-flow-scripts/flow DESIGN_CONFIG=/design/flow/config.mk WORK_HOME=/design/flow/orfs finish
```
==> reports/metrics.cfg <==
[floorplan]
num_rows=21
ioPinCount=12
dieArea_um2=6400
die_w_um=80
core_area_um2=3420
initial_core_util_pct=7.18
die_h_um=80

[clocking]
cts_htree_levels=1
cts_tree=yes
cts_sinks=4
clockBufferDepth=2
root_buffer=clkbuf_4
clk_pin_slew_ns=0.04
cts_setup_buffers=0
insertion_delay_ns=0.23
numCtsBuffers=3

[power_and_ir_drop]
power_switching_mw=0.102
combPwrFrac_pct=29.2
p_seq_share_pct=35.0
ir_drop_mv=0.154
powerDensity_nw_per_um2=869
intPower_mw=0.302
clockPowerShare_pct=35.8
switching_share_pct=25.2
p_leak_nw=0.191
p_total_mw=0.403

[detailed_routing]
drcViolationCount=0
wl_met3_um=78
routed.top_layer=met3
dr.pass1.iters=4
route.antenna.remaining_nets=0
wl_met2_um=332
antenna_cells=0
wl_per_cell_um=7.99
drt_iter0_drc=1
vias=219
wirelength_um=695
wl_met1_um=284
vias_per_cell=2.52

[critical_path]
crit_arrival_ns=1.06
start_kind=register
slowest_stage=clkdlybuf4s50_1
crit_path_end_kind=primary output
slowest_delay_ns=0.48
r2r_start=count[2]$_SDFF_PP0_
cp_cell_sequence=clkdlybuf4s50_1
setup.worst_path.start=count[0]$_SDFF_PP0_
required_ns=1.12
worst-path-buf-inv=1
path_delay_family=buffers and inverters
worstPathMaxFanout=4
reg2reg_setup_slack_ns=0.17
r2r_cells=4
worstSetupEndpoint=count[0]
cp.depth=1
timing.rr.end=count[3]$_SDFF_PP0_
crit_type=reg -> out

[cells_and_area]
largest-register=count
largest_reg_flops=4
fillerInstances=401
lay_top_count=clkdlybuf4s50_1
drive_gt1_share_pct=29.3
reg.largest.list=count: 4 flops
utilization_pct=13.6
finalNonFillerCells=87
syn_to_final_growth_pct=89.3
lay_top_cells=clkdlybuf4s50_1 (9), nor2_1 (5), clkbuf_4 (3), dfxtp_2 (3), buf_4 (3)

[yosys]
yosysSeqAreaShare_pct=32.7
syn-cell-area_um2=245
netlist_instances=25
synth_chip_area_um2=245
ys_ff=4
avgSynthCellArea_um2=9.81
yosysWarnings=1
ys_types=15
yosys_cells=25

[timing]
rsz0062_at_grt=no
layout_min_cycle_time_ns=1.34
finalHoldViolCount=0
setup_viol=0
tns_ns=0
slew-limit-headroom_pct=80.3
period_used_pct=95.9
worst_pin_slew_ns=0.294
fmax_mhz=745
fin_worst_skew_ns=0.000948
slew_viol_final=0
setup_ws_ns=0.0579

[placed_design]
gp_congestion=0.808
dp_slack_ns=-0.434
dp.cells=84
portBuffers=11

[outcome]
status=completed

[hold_path]
hp-start=count[0]$_SDFF_PP0_
hp-class=reg -> reg
hold_depth=3

[global_routing]
grt-ovfl-total=0
grt_pass1_vias=245
grt_pass1_wl_mm=1.10
grt_max_degree=8
grt.total_usage_pct=2.18
antenna_found_initial=0

[run]
warning_count=25
drv_cap=0

[final cells by class]
class / count / area, um^2 / share of cell area (%)
repair buffers: 14 / 134 / 28.8
flip-flops and latches: 4 / 83.8 / 18.1
multi-input cells: 19 / 163 / 35.0
clock buffers: 3 / 22.5 / 4.85
well taps: 46 / 57.6 / 12.4
inverters: 1 / 3.75 / 0.809
[worst min path at each step]
stage                      to  slack, ns
4_1_cts   count[0]$_SDFF_PP0_       0.57
6_report  count[0]$_SDFF_PP0_       0.57
5_1_grt   count[0]$_SDFF_PP0_       0.59
[power by group through the flow]
stage	combinational, mW	clock [mW]	sequential [mW]
CTS	0.120	0.155	0.141
global route	0.133	0.162	0.143
finish	0.118	0.144	0.141
[through the flow]
step / instance area, um^2 / hold WS, ns
2_1_floorplan: 245 / 0.352
3_3_place_gp: 424 / 0.581
3_5_place_dp: 424 / 0.582
4_1_cts: 460 / 0.573
5_1_grt: 464 / 0.594
6_report: 464 / 0.569
[timing repair]
action,in CTS,in global routing
hold buffers,0,0
setup endpoints to repair,3,2
resized,5,2
[synthesized netlist by cell type]
cell      count  area [um^2]
nand4_1       1         6.26
o211ai_2      1         12.5
nand3_1       1         5.00
xor2_1        1         8.76
nand2_1       1         3.75
a21oi_1       2         10.0
xnor2_1       1         8.76
dfxtp_1       4         80.1
ha_1          2         25.0
buf_6         1         11.3
inv_1         1         3.75
nor2_1        5         18.8
a2111o_1      1         11.3
mux2i_1       2         20.0
fa_1          1         20.0
[cell families (layout without fill, tap and decap cells)]
kind of cell | Yosys count | in the layout | share of synthesized area (%)
AND/OR/NAND/NOR | 8 | 8 | 13.8
AND-OR/OR-AND | 4 | 4 | 13.8
flip-flops | 4 | 4 | 32.7
adder cells (fa/ha/maj) | 3 | 3 | 18.4
XOR/XNOR | 2 | 2 | 7.14
multiplexers | 2 | 2 | 8.16
buffers and inverters | 2 | 18 | 6.12
[layer usage]
layer | global-route usage [%] | vias to the layer above
met5 | 0 | -
met4 | 0.704 | 0
met3 | 1.82 | 0
met2 | 2.97 | 5
met1 | 2.46 | 94
li1 | - | 120
